### /design/flow/constraint.sdc
current_design debug_output

set clk_period 22.1
set clk_io_pct 0.2

create_clock -name clk0 -period $clk_period [get_ports {clk}]

set non_clock_inputs [all_inputs -no_clocks]
set_input_delay [expr $clk_period * $clk_io_pct] -clock clk0 $non_clock_inputs
set_output_delay [expr $clk_period * $clk_io_pct] -clock clk0 [all_outputs]
### /design/flow/design.v
module debug_output (
    input clk,
    input reset,
    output reg tx_start,
    output reg [7:0] tx_char,
    input tx_ready,
    input [15:0] pid_output,
    input [15:0] error,
    input [15:0] setpoint,
    input [15:0] feedback,
    input [15:0] kp, ki, kd,
    input [7:0] tuning_progress,
    input tuning_done,
    input sim_mode,
    input [15:0] sim_velocity,
    input [15:0] sim_position,
    input startup_done,
    input send_telemetry
);
    localparam STATE_IDLE = 0;
    localparam STATE_SEND_BANNER = 1;
    localparam STATE_SEND_DATA = 2;
    localparam STATE_WAIT_STARTUP = 3;
    reg [7:0] state = STATE_WAIT_STARTUP;
    reg [7:0] message_index = 0;
    reg [31:0] send_counter = 0;
    reg banner_sent = 0;
    reg [7:0] msg_buffer[127:0];
    reg [7:0] msg_length = 0;
    function [7:0] hex_to_ascii;
        input [3:0] hex_val;
        reg [7:0] hex_extended;
        begin
            hex_extended = {4'h0, hex_val};
            if (hex_extended < 8'd10)
                hex_to_ascii = 8'h30 + hex_extended;   
            else
                hex_to_ascii = 8'h41 + (hex_extended - 8'd10);   
        end
    endfunction
    task format_hex_word;
        input [15:0] value;
        input [6:0] buffer_idx;
        begin
            msg_buffer[buffer_idx] = hex_to_ascii(value[15:12]);
            msg_buffer[buffer_idx + 1] = hex_to_ascii(value[11:8]);
            msg_buffer[buffer_idx + 2] = hex_to_ascii(value[7:4]);
            msg_buffer[buffer_idx + 3] = hex_to_ascii(value[3:0]);
            msg_buffer[buffer_idx + 4] = 8'h20;   
        end
    endtask
    always @(posedge clk) begin
        if (reset) begin
            state <= STATE_WAIT_STARTUP;
            message_index <= 0;
            send_counter <= 0;
            banner_sent <= 0;
            tx_start <= 0;
        end else begin
            send_counter <= send_counter + 1;
            case (state)
                STATE_WAIT_STARTUP: begin
                    tx_start <= 0;
                    if (startup_done && !banner_sent) begin
                        banner_sent <= 1;
                        state <= STATE_SEND_BANNER;
                        message_index <= 0;
                        msg_buffer[0] = 8'h0D;   
                        msg_buffer[1] = 8'h0A;   
                        msg_buffer[2] = 8'h2A;   
                        msg_buffer[3] = 8'h2A;   
                        msg_buffer[4] = 8'h2A;   
                        msg_buffer[5] = 8'h20;   
                        msg_buffer[6] = 8'h50;   
                        msg_buffer[7] = 8'h49;   
                        msg_buffer[8] = 8'h44;   
                        msg_buffer[9] = 8'h20;   
                        msg_buffer[10] = 8'h4D;   
                        msg_buffer[11] = 8'h6F;   
                        msg_buffer[12] = 8'h74;   
                        msg_buffer[13] = 8'h6F;   
                        msg_buffer[14] = 8'h72;   
                        msg_buffer[15] = 8'h20;   
                        msg_buffer[16] = 8'h43;   
                        msg_buffer[17] = 8'h6F;   
                        msg_buffer[18] = 8'h6E;   
                        msg_buffer[19] = 8'h74;   
                        msg_buffer[20] = 8'h72;   
                        msg_buffer[21] = 8'h6F;   
                        msg_buffer[22] = 8'h6C;   
                        msg_buffer[23] = 8'h6C;   
                        msg_buffer[24] = 8'h65;   
                        msg_buffer[25] = 8'h72;   
                        msg_buffer[26] = 8'h20;   
                        msg_buffer[27] = 8'h2A;   
                        msg_buffer[28] = 8'h2A;   
                        msg_buffer[29] = 8'h2A;   
                        msg_buffer[30] = 8'h0D;   
                        msg_buffer[31] = 8'h0A;   
                        msg_buffer[32] = 8'h4D;   
                        msg_buffer[33] = 8'h6F;   
                        msg_buffer[34] = 8'h64;   
                        msg_buffer[35] = 8'h65;   
                        msg_buffer[36] = 8'h3A;   
                        msg_buffer[37] = 8'h20;   
                        if (sim_mode) begin
                            msg_buffer[38] = 8'h53;   
                            msg_buffer[39] = 8'h49;   
                            msg_buffer[40] = 8'h4D;   
                            msg_buffer[41] = 8'h55;   
                            msg_buffer[42] = 8'h4C;   
                            msg_buffer[43] = 8'h41;   
                            msg_buffer[44] = 8'h54;   
                            msg_buffer[45] = 8'h49;   
                            msg_buffer[46] = 8'h4F;   
                            msg_buffer[47] = 8'h4E;   
                            msg_length = 48;
                        end else begin
                            msg_buffer[38] = 8'h48;   
                            msg_buffer[39] = 8'h41;   
                            msg_buffer[40] = 8'h52;   
                            msg_buffer[41] = 8'h44;   
                            msg_buffer[42] = 8'h57;   
                            msg_buffer[43] = 8'h41;   
                            msg_buffer[44] = 8'h52;   
                            msg_buffer[45] = 8'h45;   
                            msg_length = 46;
                        end
                        msg_buffer[msg_length[6:0]] = 8'h0D;   
                        msg_buffer[msg_length[6:0] + 1] = 8'h0A;   
                        msg_length = msg_length + 2;
                    end else if (startup_done && banner_sent) begin
                        state <= STATE_IDLE;
                    end
                end
                STATE_SEND_BANNER: begin
                    if (tx_ready && message_index < msg_length) begin
                        tx_char <= msg_buffer[message_index[6:0]];
                        tx_start <= 1;
                        message_index <= message_index + 1;
                    end else if (message_index >= msg_length) begin
                        tx_start <= 0;
                        state <= STATE_IDLE;
                    end
                end
                STATE_IDLE: begin
                    tx_start <= 0;
                    if (send_counter >= 32'd120_000 || send_telemetry) begin
                        send_counter <= 0;
                        state <= STATE_SEND_DATA;
                        message_index <= 0;
                        format_hex_word(setpoint, 0);
                        format_hex_word(feedback, 5);
                        format_hex_word(pid_output, 10);
                        format_hex_word(error, 15);
                        format_hex_word(kp, 20);
                        format_hex_word(ki, 25);
                        format_hex_word(kd, 30);
                        msg_buffer[35] = 8'h54;   
                        msg_buffer[36] = 8'h3A;   
                        msg_buffer[37] = hex_to_ascii(tuning_progress[7:4]);
                        msg_buffer[38] = hex_to_ascii(tuning_progress[3:0]);
                        msg_buffer[39] = 8'h20;   
                        if (sim_mode) begin
                            msg_buffer[40] = 8'h53;   
                        end else begin
                            msg_buffer[40] = 8'h48;   
                        end
                        msg_buffer[41] = 8'h0D;   
                        msg_buffer[42] = 8'h0A;   
                        msg_length = 43;
                    end
                end
                STATE_SEND_DATA: begin
                    if (tx_ready && message_index < msg_length) begin
                        tx_char <= msg_buffer[message_index[6:0]];
                        tx_start <= 1;
                        message_index <= message_index + 1;
                    end else if (message_index >= msg_length) begin
                        tx_start <= 0;
                        state <= STATE_IDLE;
                    end
                end
                default: begin
                    tx_start <= 0;
                    state <= STATE_IDLE;
                end
            endcase
        end
    end
endmodule
### /design/flow/run.sh
#!/bin/bash
# OpenROAD 26Q1-2900-gdf79404cd8, Yosys 0.63+post, stock flow scripts
make -C /OpenROAD-flow-scripts/flow DESIGN_CONFIG=/design/flow/config.mk WORK_HOME=/design/flow/orfs finish
### /design/flow/config.mk
export PLATFORM = sky130hd
export DESIGN_NAME = debug_output
export DESIGN_NICKNAME = debug_output
export VERILOG_FILES = /design/flow/design.v
export SDC_FILE = /design/flow/constraint.sdc
export NUM_CORES = 4
export LEC_CHECK = 1
export CORE_UTILIZATION = 50
==> flow_summary.json <==
{
  "synth-edff-count": 236,
  "ctsHoldBuffers": 0,
  "p_sw_share_pct": 30.6,
  "final_common_cell": "edfxtp_1",
  "cts_buffers": 31,
  "start_kind": "primary input",
  "wirelength_um": 51200,
  "end_kind": "register",
  "drt-wirelength-per-cell_um": 21.6,
  "port_buffers": 133,
  "route.detailed.drc": 0,
  "timing.rr.end": "tx_char[2]$_DFFE_PP_",
  "grt_pass1_wl_um": 77200,
  "postCtsSetupBuffers": 0,
  "rsz0062_at_grt": "no",
  "yosysUniqueCellTypes": 72,
  "fp_util_pct": 50.7,
  "required_ps": 22300,
  "pin_count": 168,
  "crit_type": "primary input to register",
  "fin_tns_setup_ps": 0,
  "leakagePower_nw": 7.39,
  "grt_max_degree": 135,
  "path_clk_slew_ps": 60,
  "htreeDepth": 1,
  "synthMuxAreaShare_pct": 2.76,
  "p_int_mw": 1.15,
  "ys_seq_share_pct": 45.6,
  "ys_cells": 1780,
  "flop_cell": "edfxtp_1",
  "slew_headroom_pct": 35.3,
  "met1_usage_pct": 46.3,
  "power_frac_comb_pct": 22.6,
  "via_per_inst": 5.80,
  "r2r_slack_ps": 18200,
  "post-dp-hpwl_um": 37600,
  "drive_gt1_share_pct": 5.74,
  "hold_start": "send_counter[0]$_SDFF_PP0_",
  "hold_path_end": "send_counter[0]$_SDFF_PP0_",
  "cp_max_fo": 56,
  "synth-compound-area-share_pct": 13.3,
  "yosysWarnings": 2,
  "netlist_logic_family_top": "simple AND/OR/NAND/NOR gates",
  "r2r_cells": 10,
  "hold_path_class": "register to register",
  "rows": 68,
  "busiest_layer": "met1",
  "synth_flops": 280,
  "grt_overflow": 0,
  "grt_pass1_vias": 13100,
  "post_cts_resized": 0,
  "setup_viol": 0,
  "grt_use_met3_pct": 11.7,
  "status": "finished, final reports clean",
  "tool_warnings": 97,
  "synth-xor-area-share_pct": 6.62,
  "firstDrtPassIters": 5,
  "die_x_um": 189,
  "grtUsageTotal_pct": 30.9,
  "fa_ha_area_share_pct": 9.53,
  "yosys_area_mm2": 0.0175,
  "vdd_drop_max_mv": 0.0753,
  "dp.cells": 2312,
  "fin_util_pct": 58.9,
  "layout.area.comb_mm2": 0.00870,
  "mostFrequentLayoutCells": "edfxtp_1 (236), nand2_1 (198), nor2_1 (151), clkdlybuf4s50_1 (133), ha_1 (132)",
  "seqPwrFrac_pct": 46.7,
  "finalCritPeriodShare_pct": 31.1,
  "fin_crit_ps": 6880,
  "drtIter0Drc": 968,
  "hold_depth": 1,
  "n_fill_cell": 2853,
  "dr_total_vias": 13800,
  "die-height_um": 189,
  "final_cells": 2371,
  "hold_viol_final": 0,
  "switchingPower_mw": 0.505,
  "insertion_delay_ps": 570,
  "slew_violations": 0,
  "ys_async_sr_fraction_pct": 0,
  "syn_avg_cell_area_um2": 9.81,
  "clock_sinks": 280,
  "seq_area_mm2": 0.00797,
  "antenna_found_initial": 3,
  "detail-route-antenna-nets": 0,
  "cts_buffer_depth": 3,
  "skew_ps": 11.5,
  "area_growth_pct": 16.2,
  "worstMarginPinSlew_ps": 966,
  "simple_gate_share_pct": 17.4,
  "core_mm2": 0.0345,
  "dieArea_mm2": 0.0357,
  "syn-cell-area_mm2": 0.0175,
  "clockPowerShare_pct": 30.7,
  "maxCapViolCount": 0,
  "cellPowerDensity_mw_per_mm2": 81.4,
  "root_buffer": "clkbuf_16",
  "routabilityCongestion": 1.03,
  "arrival_ps": 7080,
  "r2r_start": "message_index[1]$_SDFFE_PP0P_",
  "cts_tree": "done",
  "netlist_instances": 1780,
  "grt_util_met2_pct": 44.7,
  "fmax_ghz": 0.145
}
-- power by group through the flow --
stage	Combinational [mW]	Clock (mW)	Sequential [mW]
6_report	0.373	0.507	0.771
5_1_grt	0.411	0.539	0.778
4_1_cts	0.372	0.517	0.771
-- metal layers --
metal | share of wire, % | vias to the layer above | routed length (um)
met3 | 9.9 | 77 | 5070
met1 | 42 | 6503 | 21600
met2 | 45 | 492 | 22800
met4 | 3.4 | 4 | 1720
li1 | - | 6678 | -
met5 | 0.045 | - | 23
-- how the worst max path moves through the flow --
stage                  start                         endpoint
global route  send_telemetry  msg_buffer[11][1]$_SDFFCE_PN1P_
CTS           send_telemetry  msg_buffer[27][6]$_SDFFCE_PN0P_
finish        send_telemetry   msg_buffer[7][4]$_SDFFCE_PN0P_
-- registers in the layout, summed over array words and instances (netlist names) --
signal	count
banner_sent	1
message_index	8
msg_buffer	225
msg_length	4
send_counter	32
state	2
tx_char	7
tx_start	1
-- worst max-delay path: stages --
cell	delay [ps]
clkdlybuf4s50_1	460
nor4_1	50
and4_1	200
o211ai_1	180
nand2_1	290
nor3_2	260
buf_4	480
buf_4	680
-- cell families (layout without fill, tap and decap cells) --
family | count (synthesis) | in the layout
other cells | 2 | 3
mux | 45 | 45
compound gates | 344 | 344
simple gates | 637 | 637
flops | 280 | 280
xor+xnor | 132 | 132
buf+inv | 207 | 342
fa+ha+maj | 133 | 133
-- synthesized netlist by cell type (4+ instances only) --
cell,number,share of area (%)
mux2i_1,38,2.2
a21oi_1,78,2.2
dfxtp_1,44,5.0
and2_1,5,0.18
nor2b_1,5,0.18
nor2_1,151,3.2
a21o_1,29,1.2
a222oi_1,4,0.23
o211ai_1,34,1.5
and4_1,4,0.20
clkbuf_1,54,1.2
a211oi_1,11,0.47
nand2_1,198,4.3
inv_1,113,2.4
o21ai_0,50,1.4
nand3b_1,27,1.2
edfxtp_1,236,41
buf_2,17,0.49
o22ai_1,4,0.14
buf_1,16,0.34
a211o_1,4,0.20
nand3_1,113,3.2
nand2b_1,31,1.1
xor2_1,59,3.0
a22oi_1,88,3.8
nand4_1,21,0.75
a22o_1,5,0.25
mux2_4,6,0.52
nor4_1,19,0.68
buf_4,4,0.17
and3_1,11,0.39
xnor2_1,73,3.7
nor3_1,28,0.80
ha_1,133,9.5
a31oi_1,6,0.21
-- final cells by class --
class                           instances  area share, %
Multi-Input combinational cell       1293           42.9
Sequential cell                       280           39.3
Timing Repair Buffer                  169           7.96
Clock buffer                           41           4.27
Tap cell                              455           2.81
Inverter                              115           2.13
Clock inverter                         17          0.697
Antenna cell                            1         0.0123
-- stage by stage --
stage	cell area, um2	hold WS [ps]	power [mW]	setup WS, ps
5_1_grt	20300	500	1.73	15030
6_report	20300	476	1.65	15220
4_1_cts	20300	481	1.66	15230
2_1_floorplan	17500	437	1.05	882
3_5_place_dp	19300	466	1.15	14640
3_3_place_gp	19300	453	1.15	14690
Power figures rest on the tool's default switching activity, not on a simulated workload.
