==> design/flow/design.v <==
module small_fifo #(
    parameter DEPTH = 512,
    parameter AW = 9
)(
    input  wire clk,
    input  wire rst,
    input  wire wr_en,
    input  wire [7:0] wr_data,
    output wire full,
    input  wire rd_en,
    output reg  [7:0] rd_data,
    output wire empty,
    output reg  [AW:0] count
);
    reg [7:0] mem [0:DEPTH-1];
    reg [AW-1:0] wptr, rptr;
    assign full  = (count == DEPTH);
    assign empty = (count == 0);
    always @(posedge clk) begin
        if (rst) begin
            wptr <= 0; rptr <= 0; count <= 0; rd_data <= 0;
        end else begin
            if (wr_en && !full) begin
                mem[wptr] <= wr_data;
                wptr <= wptr + 1'b1;
                count <= count + 1'b1;
            end
            if (rd_en && !empty) begin
                rd_data <= mem[rptr];
                rptr <= rptr + 1'b1;
                count <= count - 1'b1;
            end
        end
    end
endmodule
==> design/flow/run.sh <==
#!/bin/bash
# OpenROAD 26Q1-2900-gdf79404cd8, Yosys 0.63+post, stock flow scripts
make -C /OpenROAD-flow-scripts/flow DESIGN_CONFIG=/design/flow/config.mk WORK_HOME=/design/flow/orfs finish
==> design/flow/config.mk <==
export PLATFORM = sky130hd
export DESIGN_NAME = small_fifo
export DESIGN_NICKNAME = small_fifo
export VERILOG_FILES = /design/flow/design.v
export SDC_FILE = /design/flow/constraint.sdc
export NUM_CORES = 4
export LEC_CHECK = 1
export CORE_UTILIZATION = 50
==> design/flow/constraint.sdc <==
current_design small_fifo

set clk_period 72.7
set clk_io_pct 0.2

create_clock -name clk0 -period $clk_period [get_ports {clk}]

set non_clock_inputs [all_inputs -no_clocks]
set_input_delay [expr $clk_period * $clk_io_pct] -clock clk0 $non_clock_inputs
set_output_delay [expr $clk_period * $clk_io_pct] -clock clk0 [all_outputs]
==> qor.log <==
INFO  cts            cts_repair_resize_count=0
INFO  detailed_routing average_wire_per_standard_cell=37.7µm
INFO  detailed_routing drt-initial-drc-count=6112
INFO  detailed_routing dr.pass1.iters=7
INFO  worst_setup_path cp.required=73290ps
INFO  cells_and_area fillCellCount=23500
INFO  min_path       timing.hold.worst_path_depth=2
INFO  worst_setup_path critPathArrivalTime=17880ps
INFO  final_timing   slew_headroom=0.200
INFO  global_route   grt_pass1_wl=682000µm
INFO  cts            cts_max_path_buffers=4
INFO  cells_and_area area_delta_synth_final=11.8%
INFO  worst_setup_path critical_path_origin=wr_en
INFO  global_route   grt_start_max_net_pins=97
INFO  final_timing   timing.setup.tns=0ps
INFO  final_timing   max_clock_freq=57.8MHz
INFO  logic_synthesis ys.warnings.count=1
INFO  global_route   grt_overflow_total=0
INFO  floorplanning  dieWidth=572µm
INFO  cts            tritoncts_clock_tree=yes
INFO  min_path       path_class_of_the_lowest_slack_min_delay_path=register to register
INFO  cts            cts_post_setup_buffers_inserted=0
INFO  final_timing   final_max_slew_viol_count=0
INFO  cts            cts.clk_slew.worst_paths=60ps
INFO  logic_synthesis yosys_cells=7899
INFO  logic_synthesis yosys_area=0.163mm²
INFO  detailed_routing drcViolationCount=0
INFO  logic_synthesis top_area_frac=0.757
INFO  worst_setup_path r2r_start=rptr[0]$_SDFFE_PP0P_
INFO  logic_synthesis post-synth-top-area-cell=sky130_fd_sc_hd__edfxtp_1
INFO  logic_synthesis proportion_of_synthesized_chip_area_in_sequential_cells=0.761
INFO  placement      number_of_port_buffers=31
INFO  logic_synthesis synth.cells.most_frequent=4096 x sky130_fd_sc_hd__edfxtp_1, 739 x sky130_fd_sc_hd__mux4_2, 631 x sky130_fd_sc_hd__nor2_1
INFO  worst_setup_path worst-r2r-cell-count=15
INFO  cells_and_area final_instance_count_without_filler_cells=12900
INFO  logic_synthesis synth_area_per_cell=20.6µm²
INFO  final_timing   finalCriticalPeriod=17290ps
INFO  worst_setup_path endpoint_kind=register
INFO  worst_setup_path ff2ff_setup_slack=65250ps
INFO  power          powerDensity=30.8mW/mm²
INFO  global_route   antenna_found_initial=26
INFO  cts            cts_inserted_buffers=415
INFO  final_timing   worst_setup_skew_after_layout=47.3ps
INFO  worst_setup_path critical_path.startpoint_type=input pin
INFO  run            stage_log_warnings=29
INFO  floorplanning  chip_area=0.327mm²
INFO  worst_setup_path crit_type=input pin to register
INFO  placement      dpl_worst_slack=54540ps
INFO  run            timing.max_cap.violations=0
INFO  detailed_routing average_via_count_per_standard_cell=6.40
INFO  power          ir_worst_vdd=0.0256mV
INFO  cts            cts.sinks=4132
INFO  logic_synthesis asyncSetResetFlopFracSynth=0
INFO  logic_synthesis syn_area=0.163mm²
INFO  worst_setup_path largest_driver_fanout_on_the_critical_path=16
INFO  cts            clk_latency=980ps
INFO  final_timing   slew_at_the_pin_with_the_worst_max_slew_slack=1200ps
INFO  power          total_leakage_power=0.0559µW
INFO  floorplanning  floorplan.initialDensity=0.504
INFO  floorplanning  std_cell_rows=208
INFO  status         run_status=complete, no violations
INFO  final_timing   setup-violations-final=0
INFO  floorplanning  io-pin-count=32
INFO  cts            clock_tree.htree_level_count=5
INFO  placement      routabilityCongestion=0.973
INFO  final_timing   grt_setup_unrepaired=no
INFO  cells_and_area final_layout_size_suffix_gt1_frac=0.212
INFO  worst_setup_path crit-reg2reg-capture=rd_data[7]$_SDFFE_PP0P_
INFO  floorplanning  area_of_the_placeable_core=0.322mm²
INFO  global_route   grt_pass1_vias=91300
INFO  placement      placed_cells=12100
INFO  final_timing   final.setup.worst_slack=55410ps
INFO  logic_synthesis netlist_instances=7899
INFO  logic_synthesis synth-seq-cells=4132
INFO  logic_synthesis post_synth_tally_of_flip_flops_with_integrated_enable=4096
INFO  logic_synthesis synthMostInstantiatedCell=sky130_fd_sc_hd__edfxtp_1
INFO  logic_synthesis synth.lib_cells_used.distinct=90
INFO  logic_synthesis synthTopCellsByArea=sky130_fd_sc_hd__edfxtp_1 76%, sky130_fd_sc_hd__mux4_2 10%, sky130_fd_sc_hd__mux2i_1 3.2%
INFO  min_path       timing.hold.worst_endpoint=count[4]$_SDFFE_PP0P_
INFO  power          power.total=5610µW
INFO  placement      detailed_placer_s_ending_hpwl=307000µm
INFO  detailed_routing via_count=82500
INFO  min_path       worstHoldStart=count[4]$_SDFFE_PP0P_
INFO  cts            root_buffer=sky130_fd_sc_hd__clkbuf_16
INFO  detailed_routing finalWirelength=485000µm
INFO  global_route   grt_usage=0.342
INFO  cts            cts-hold-fix-buffers=0
INFO  logic_synthesis ff_type=sky130_fd_sc_hd__edfxtp_1
INFO  floorplanning  die_h=572µm
INFO  final_timing   share_of_the_clock_period_used_by_the_worst_path_after_layout=0.238
INFO  detailed_routing route.antenna.remaining_nets=0
INFO  final_timing   final_hold_viol_count=0
-- final cells by class --
class	count	area, µm²	area share
Sequential cell	4132	124000	0.681
Tap cell	4305	5390	0.0296
Clock buffer	491	10900	0.0599
Timing Repair Buffer	375	3080	0.0169
Inverter	16	76.3	0.000420
Clock inverter	275	3010	0.0165
Antenna cell	41	103	0.000564
Multi-Input combinational cell	3254	35500	0.195
-- logic make-up after synthesis --
| kind of cell | synth area share |
|---|---|
| buf+inv | 0.0222 |
| compound gates | 0.0344 |
| fa+ha+maj | 0.00112 |
| mux | 0.153 |
| xor+xnor | 0.00129 |
| flops | 0.761 |
| simple gates | 0.0271 |
-- sequential cells by signal (all words and copies together), names as in the netlist --
name	count
wptr	9
mem	4096
count	10
rd_data	8
rptr	9
-- report_power, final --
group          switching, µW  total [µW]  internal, µW
clock                    906        2170          1270
combinational            465         798           332
sequential              12.4        2630          2620
-- critical path: stages --
cell	delay (ps)
sky130_fd_sc_hd__clkdlybuf4s50_1	550
sky130_fd_sc_hd__nand2_1	80
sky130_fd_sc_hd__buf_4	220
sky130_fd_sc_hd__nor2_2	130
sky130_fd_sc_hd__buf_4	270
sky130_fd_sc_hd__and3_1	550
sky130_fd_sc_hd__nand2_1	680
sky130_fd_sc_hd__nor2_1	810
-- metrics by stage --
step	instance area (µm²)	hold slack [ps]	util
floorplan	163000	423	-
global placement	168000	491	0.521
detailed placement	168000	495	0.521
CTS	182000	509	0.564
global route	182000	518	0.564
finish	182000	510	0.564
-- routing by layer --
layer  share of wire  up-vias  track usage  wire, µm
met5          0.0048        -       0.0556      2330
met4           0.049       85        0.124     23900
met3            0.21     1020        0.304    100000
met2            0.45     6563        0.455    216000
met1            0.29    41200        0.405    143000
li1                -    33700            -         -
-- worst max path at each step --
stage     cells after the start  slack, ps                     to
4_1_cts                       4      55510                   full
5_1_grt                       8      55300  mem[511][1]$_DFFE_PP_
6_report                      8      55410  mem[507][5]$_DFFE_PP_
-- layout by cell type (no fill, tap or decap), types with 12 or more instances in the layout --
cell / netlist / layout
sky130_fd_sc_hd__edfxtp_1: 4096 / 4096
sky130_fd_sc_hd__mux4_2: 739 / 739
sky130_fd_sc_hd__nor2_1: 631 / 624
sky130_fd_sc_hd__mux2i_1: 515 / 515
sky130_fd_sc_hd__clkbuf_16: 0 / 423
sky130_fd_sc_hd__buf_4: 38 / 332
sky130_fd_sc_hd__a21oi_1: 177 / 177
sky130_fd_sc_hd__nand2_1: 150 / 138
sky130_fd_sc_hd__o221ai_1: 133 / 133
sky130_fd_sc_hd__mux4_1: 103 / 103
sky130_fd_sc_hd__o22ai_1: 94 / 94
sky130_fd_sc_hd__clkinv_1: 1 / 87
sky130_fd_sc_hd__o21ai_0: 76 / 75
sky130_fd_sc_hd__a22oi_1: 74 / 74
sky130_fd_sc_hd__clkinv_2: 0 / 73
sky130_fd_sc_hd__nand3_1: 72 / 68
sky130_fd_sc_hd__nor3_1: 68 / 67
sky130_fd_sc_hd__clkbuf_1: 199 / 64
sky130_fd_sc_hd__a221oi_1: 57 / 57
sky130_fd_sc_hd__bufinv_16: 0 / 55
sky130_fd_sc_hd__diode_2: 0 / 41
sky130_fd_sc_hd__mux2_2: 29 / 29
sky130_fd_sc_hd__clkinvlp_4: 0 / 29
sky130_fd_sc_hd__dfxtp_1: 36 / 29
sky130_fd_sc_hd__a31oi_1: 22 / 22
sky130_fd_sc_hd__clkdlybuf4s50_1: 0 / 22
sky130_fd_sc_hd__a211oi_1: 20 / 20
sky130_fd_sc_hd__xnor2_1: 17 / 17
sky130_fd_sc_hd__o31ai_1: 17 / 17
sky130_fd_sc_hd__o211ai_1: 17 / 17
sky130_fd_sc_hd__a221o_1: 16 / 16
sky130_fd_sc_hd__nor4_1: 17 / 15
sky130_fd_sc_hd__and3_1: 14 / 14
sky130_fd_sc_hd__or3_1: 13 / 13
sky130_fd_sc_hd__a22o_1: 13 / 13
sky130_fd_sc_hd__ha_1: 13 / 13
sky130_fd_sc_hd__nand4_1: 12 / 12
sky130_fd_sc_hd__nand2_4: 0 / 12
sky130_fd_sc_hd__buf_12: 16 / 12
Power is estimated from default activity; no workload was simulated.
